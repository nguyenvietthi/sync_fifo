==> flow/design.v <==
module fifo_mem #(
	parameter FIFO_DEPTH = 8		        ,
	parameter DATA_WIDTH = 32               ,
	parameter AW         = $clog2(FIFO_DEPTH) 
)
(
	input					      i_clk  ,
	input					      i_rst_n,
	input  [DATA_WIDTH-1:0]       i_wdata,
	input  [AW-1:0]			      i_waddr,
	input					      i_wen  ,
	input  [AW-1:0]			      i_raddr,
	output logic [DATA_WIDTH-1:0] o_rdata 
);
	reg [DATA_WIDTH-1:0] fifo_mem [0:FIFO_DEPTH-1];
	always @(posedge i_clk) begin
		if(i_wen) begin 
			fifo_mem[i_waddr] <= i_wdata;
		end
	end
	assign o_rdata = fifo_mem[i_raddr];
endmodule
module read_control #(
	parameter AW = 10
)
(
	input							i_clk            ,  
	input							i_rst_n          ,  
	input							i_ready_m        ,  
	input			[AW - 1:0]		i_almostempty_lvl,  
	input			[AW:0]	    	i_wptr           ,
	output	logic	[AW:0]       	o_rptr           ,
	output			[AW - 1:0]		o_raddr          ,
	output							o_ren            ,
	output							o_almostempty    ,  
	output							o_empty          ,   
	output               		    o_valid_m        
);
	assign o_raddr = o_rptr[AW - 1:0];
	assign o_empty = (o_rptr == i_wptr);
	assign o_valid_m = ~o_empty;
	assign o_ren   = ~o_empty & i_ready_m;
	assign o_almostempty = (i_wptr - o_rptr) <= i_almostempty_lvl;
	always_ff @(posedge i_clk or negedge i_rst_n) begin
		if(~i_rst_n) begin
			o_rptr <= 0;
		end else begin
			if(o_ren) begin 
				o_rptr <= o_rptr + 1'b1;
			end else begin 
				o_rptr <= o_rptr;
			end
		end
	end
endmodule
module sync_fifo #(
	parameter FIFO_DEPTH = 8		        ,
	parameter DATA_WIDTH = 32               ,
	parameter AW         = $clog2(FIFO_DEPTH) 
)
(
	input                   	i_clk            ,  
	input                   	i_rst_n          ,  
	input                   	i_valid_s        ,  
	input  [AW-1:0] 			i_almostfull_lvl ,  
	input  [DATA_WIDTH-1:0] 	i_datain         ,  
	input                   	i_ready_m        ,  
	input  [AW-1:0]				i_almostempty_lvl,  
	output                  	o_ready_s        ,  
	output                  	o_almostfull     ,  
	output                  	o_full           ,  
	output                  	o_valid_m        ,  
	output                  	o_almostempty    ,  
	output                  	o_empty          ,  
	output  [DATA_WIDTH-1:0] 	o_dataout           
);
	logic		[AW:0]			wptr ;
	logic		[AW:0]        	rptr ;
	logic		[AW - 1:0]		raddr;
	logic		[AW - 1:0]   	waddr;
	logic						ren	 ;
	logic						wen  ;
	fifo_mem #(
		.FIFO_DEPTH (FIFO_DEPTH), 
		.DATA_WIDTH (DATA_WIDTH), 
		.AW         (AW        )  
	) fifo_mem_ins (
		.i_clk   (i_clk    ),
		.i_rst_n (i_rst_n  ),
		.i_wdata (i_datain ),
		.i_waddr (waddr    ),
		.i_wen   (wen 	   ),
		.i_raddr (raddr    ),
		.o_rdata (o_dataout)
	);
	write_control #(
		.AW (AW)
	) write_control_ins (
		.i_clk            (i_clk           ),
		.i_rst_n          (i_rst_n         ),
		.i_valid_s        (i_valid_s       ),
		.i_almostfull_lvl (i_almostfull_lvl),
		.i_rptr           (rptr        	   ),
		.o_wptr           (wptr        	   ),
		.o_waddr          (waddr       	   ),
		.o_wen            (wen         	   ),
		.o_almostfull     (o_almostfull    ),
		.o_full           (o_full          ),
		.o_ready_s		  (o_ready_s	   )
	);
	read_control #(
		.AW(AW)
	)read_control_ins(
		.i_clk             (i_clk            ),
		.i_rst_n           (i_rst_n          ),
		.i_ready_m         (i_ready_m        ),
		.i_almostempty_lvl (i_almostempty_lvl),
		.i_wptr            (wptr             ),
		.o_rptr            (rptr             ),
		.o_raddr           (raddr            ),
		.o_ren             (ren              ),
		.o_almostempty     (o_almostempty    ),
		.o_empty           (o_empty          ),
		.o_valid_m 		   (o_valid_m        )
	);
endmodule
module write_control #(
	parameter AW = 10
)
(
	input			    							i_clk            ,  
	input			    							i_rst_n          ,  
	input			    							i_valid_s        ,  
	input			    [AW - 1:0]		i_almostfull_lvl ,  
	input			    [AW:0]				i_rptr           ,
	output	logic	[AW:0]        o_wptr           ,
	output				[AW - 1:0]		o_waddr          ,
	output 											o_wen            ,
	output 											o_almostfull     ,  
	output 											o_full           ,   
	output                 			o_ready_s        
);
	assign o_waddr = o_wptr[AW - 1:0];
	assign o_full  = ({~o_wptr[AW],o_wptr[AW - 1:0]} == i_rptr);
	assign o_ready_s = ~o_full;
	assign o_wen   = ~o_full & i_valid_s;
	assign o_almostfull = (o_wptr - i_rptr) >= i_almostfull_lvl;
	always_ff @(posedge i_clk or negedge i_rst_n) begin
		if(~i_rst_n) begin
			o_wptr <= 0;
		end else begin
			if(o_wen) begin 
				o_wptr <= o_wptr + 1'b1;
			end else begin 
				o_wptr <= o_wptr;
			end
		end
	end
endmodule
==> flow/run.sh <==
#!/bin/bash
# OpenROAD 26Q1-2900-gdf79404cd8, Yosys 0.63+post, stock flow scripts
make -C /OpenROAD-flow-scripts/flow DESIGN_CONFIG=/design/flow/config.mk WORK_HOME=/design/flow/orfs finish
==> flow/config.mk <==
export PLATFORM = sky130hd
export DESIGN_NAME = sync_fifo
export DESIGN_NICKNAME = sync_fifo
export VERILOG_FILES = /design/flow/design.v
export SDC_FILE = /design/flow/constraint.sdc
export NUM_CORES = 4
export LEC_CHECK = 1
export CORE_UTILIZATION = 40
==> flow/constraint.sdc <==
current_design sync_fifo

set clk_period 9.0
set clk_io_pct 0.2

create_clock -name clk0 -period $clk_period [get_ports {i_clk}]

set non_clock_inputs [all_inputs -no_clocks]
set_input_delay [expr $clk_period * $clk_io_pct] -clock clk0 $non_clock_inputs
set_output_delay [expr $clk_period * $clk_io_pct] -clock clk0 [all_outputs]
==> results.cfg <==
; synthesis and place-and-route metrics
[final_layout]
drive_above_1_share_pct = 20.6
final_common_cell = edfxtp_1
final_cells = 961
final_area_um2 = 12400
mostFrequentLayoutCells = edfxtp_1, nand2_1, clkdlybuf4s50_1
syn2layout_area_growth_pct = 20.0
fill_cells = 2010

[synthesis]
synthCells = 511
postSynthSeqShare_pct = 76.5
avgSynthCellArea_um2 = 20.2
synth-edff-count = 256
synth_cell_types = 32
ff_type = edfxtp_1
synth_flop_count = 264
ys_area_um2 = 10300
ys_cells = 511
synth-async-reset-ratio_pct = 3.03
yosysWarnings = 3
syn_area_um2 = 10300

[power_and_ir_drop]
netSwitchingPower_mw = 1.14
power_per_cell_area_nw_per_um2 = 327
combPwrFrac_pct = 32.3
p_sw_share_pct = 28.2
pwr-share-clk_pct = 25.7
ir_drop_mv = 0.167
leakage_nw = 4.13
fin_total_pwr_mw = 4.04
pwr-share-seq_pct = 42.0
intPower_mw = 2.90

[global_route]
use_met2_pct = 26.3
grtUsageMet3_pct = 10.4
grt_max_degree = 42
grt.busiest_layer = met2
grt_usage_pct = 16.5
met1_usage_pct = 20.0
antenna_found_initial = 0
grt_pass1_vias = 5571
grt_pass1_wl_mm = 29.5
grt-ovfl-total = 0

[timing]
worst_pin_slew_ns = 0.834
finalCritPeriodShare_pct = 60.2
finalHoldViolCount = 0
tns_ns = 0
rsz0062_at_grt = no
setup_violations = 0
finalMaxSlewViolations = 0
fmax_mhz = 185
skew_ns = 0.00686
slew-limit-headroom_pct = 44.1
period_minus_slack_ns = 5.42
setup_slack_ns = 3.58

[floorplan]
fp.dieH_um = 163
chip_area_um2 = 26400
rows = 58
fp_util_pct = 40.8
coreArea_um2 = 25300
io-pin-count = 80
die_w_um = 163

[flow_run]
warnings = 25
timing.max_cap.violations = 0

[clock_tree]
cts_hold_buf = 0
post-cts-setup-buffers = 0
cts_tree = done
numCtsBuffers = 27
cts_root_buf = clkbuf_16
path_clk_slew_ns = 0.06
insertion_delay_ns = 0.52
ctsResizeCount = 0
cts.sinks = 264
cts_buffer_depth = 3
htreeDepth = 1

[route]
ant_nets = 0
num_antenna_cells = 0
routed_wl_mm = 19.1
vias = 4945
drtIter0Drc = 257
first_pass_iters = 4
vias_per_cell = 5.15
wl_per_cell_um = 19.9
drc = 0

[worst_hold_path]
min_path_type = reg2reg

[worst_setup_path]
cp-start-kind = flip-flop
r2r_cells = 6
crit_start = read_control_ins.o_rptr[0]
worstPathArrival_ns = 3.62
cp_max_fo = 37
r2r-end = fifo_mem_ins.fifo_mem[6][22]
end_kind = primary output
rrSetupSlack_ns = 5.72
worstSetupPathType = reg2out
worstPathRequired_ns = 7.20
r2r-start = read_control_ins.o_rptr[1]
endpoint = o_almostempty

[placed_design]
port_buffers = 79
routabilityCongestion = 0.812
hpwlAfterDp_mm = 10.4
pre_cts_slack_ns = 3.62
placed_cell_area_um2 = 11500
dp.cells = 913

[run_status]
outcome = finished, final reports clean
flip-flops by register name, summed over array words and instances (netlist names):
register                  count
fifo_mem_ins.fifo_mem       256
read_control_ins.o_rptr       4
write_control_ins.o_wptr      4
worst max-delay path, cell delays in order, from the launching register on:
cell	delay (ns)
dfrtp_4	0.93
ha_1	0.27
inv_1	0.06
fa_1	0.59
ha_1	0.26
nor2b_1	0.13
o21ai_0	0.18
nand2b_1	0.08
a21oi_1	0.12
clkdlybuf4s50_1	0.47
metal layers:
layer	part of all wire [%]	vias up
met5	0	-
met4	1.9	0
met3	13	28
met2	51	276
met1	34	2421
li1	-	2220
power groups by stage:
stage | sequential [mW] | combinational, mW | clock [mW]
6_report | 1.70 | 1.31 | 1.04
5_1_grt | 1.72 | 1.46 | 1.12
4_1_cts | 1.71 | 1.35 | 1.06
cell usage after synthesis, types with 2 or more instances:
master      n  area [um^2]
buf_1       7         26.3
nor2_1      4         15.0
nor3_1      4         20.0
nand3_1     5         25.0
xnor2_1     6         52.6
inv_1      10         37.5
mux2_2      2         22.5
edfxtp_1  256         7690
nand2_1    99          372
clkbuf_1    3         11.3
mux4_2     64         1440
dfrtp_1     8          200
nand2b_1    3         18.8
buf_4       2         15.0
buf_2       4         20.0
ha_1       11          138
buf_6       5         56.3
xor2_1      3         26.3
a21oi_1     2         10.0
area by class of cell:
class	count	area, um^2	share of cell area (%)
Clock buffer	38	717	5.79
Clock inverter	10	114	0.920
Inverter	10	37.5	0.303
Multi-Input combinational cell	216	2300	18.6
Sequential cell	264	7890	63.8
Tap cell	330	413	3.34
Timing Repair Buffer	93	896	7.24
how the worst min path moves through the flow:
| stage | startpoint | end | slack, ns | cells after the start |
|---|---|---|---|---|
| CTS | write_control_ins.o_wptr[3] | write_control_ins.o_wptr[3] | 0.57 | 1 |
| global route | read_control_ins.o_rptr[3] | read_control_ins.o_rptr[3] | 0.60 | 1 |
| finish | write_control_ins.o_wptr[3] | write_control_ins.o_wptr[3] | 0.57 | 1 |
cell families after synthesis:
group | after synthesis | share of synthesized area (%)
adders and majority gates | 12 | 1.53
AOI/OAI and AO/OA | 7 | 0.425
xor gates and xnor gates | 10 | 0.923
DFF | 264 | 76.5
and+or+nand+nor | 121 | 4.77
muxes | 66 | 14.2
buffers and inverters | 31 | 1.61
stage by stage:
step                      hold slack (ns)  utilization (%)
after global routing                0.597             49.0
after floorplan                     0.527                -
after global placement              0.541             45.7
after detailed placement            0.555             45.7
final                               0.567             49.0
after CTS                           0.568             49.0
Power figures rest on the tool's default switching activity, not on a simulated workload.
